### ./design.v
module IDEX(
    input clk,
    input [4:0] ID_readReg1,
    input [4:0] ID_readReg2,
    input [31:0] ID_readData1,
    input [31:0] ID_readData2,
    input [4:0] ID_writeReg,
    input [31:0] ID_PC,
    input [31:0] ID_PCaddfour,
    input [31:0] ID_imm,
    input [31:0] ID_inst,
    input IDEX_flush,
    output reg [4:0] EX_readReg1,
    output reg [4:0] EX_readReg2,
    output reg [31:0] EX_readData1,
    output reg [31:0] EX_readData2,
    output reg [4:0] EX_writeReg,
    output reg [31:0] EX_PC,
    output reg [31:0] EX_PCaddfour,
    output reg [31:0] EX_imm,
    output reg [31:0] EX_inst,
    input ID_branch,
    input [1:0] ID_branchType,
    input ID_memRead,
    input [1:0] ID_memtoReg, 
    input [1:0] ID_ALUOp,
    input ID_memWrite,
    input ID_ALUSrc,
    input ID_regWrite,
    input ID_jump,
    input ID_JumpSrc,
    output reg EX_branch,
    output reg [1:0] EX_branchType,
    output reg EX_memRead,
    output reg [1:0] EX_memtoReg, 
    output reg [1:0] EX_ALUOp,
    output reg EX_memWrite,
    output reg EX_ALUSrc,
    output reg EX_regWrite,
    output reg EX_jump,
    output reg EX_JumpSrc
);
    always @(posedge clk) begin
        if(IDEX_flush) begin
            {EX_readReg1, EX_readReg2, EX_writeReg, EX_readData1, EX_readData2, EX_PC, EX_PCaddfour, EX_imm, EX_inst, EX_branch, EX_branchType, EX_memRead, EX_memtoReg, EX_ALUOp, EX_memWrite, EX_ALUSrc, EX_regWrite, EX_jump, EX_JumpSrc} <= 0;
        end
        else begin
            EX_readReg1 <= ID_readReg1;
            EX_readReg2 <= ID_readReg2;
            EX_writeReg <= ID_writeReg;
            EX_readData1 <= ID_readData1;
            EX_readData2 <= ID_readData2;
            EX_PC <= ID_PC;
            EX_PCaddfour <= ID_PCaddfour;
            EX_imm <= ID_imm;
            EX_inst <= ID_inst;
            EX_branch <= ID_branch;
            EX_branchType <= ID_branchType;
            EX_memRead <= ID_memRead;
            EX_memtoReg <= ID_memtoReg;
            EX_ALUOp <= ID_ALUOp;
            EX_memWrite <= ID_memWrite;
            EX_ALUSrc <= ID_ALUSrc;
            EX_regWrite <= ID_regWrite;
            EX_jump <= ID_jump;
            EX_JumpSrc <= ID_JumpSrc;
        end
    end
endmodule
### ./run.sh
#!/bin/bash
# OpenROAD 26Q1-2900-gdf79404cd8, Yosys 0.63+post, stock flow scripts
make -C /OpenROAD-flow-scripts/flow DESIGN_CONFIG=/design/flow/config.mk WORK_HOME=/design/flow/orfs finish
### ./config.mk
export PLATFORM = sky130hd
export DESIGN_NAME = IDEX
export DESIGN_NICKNAME = IDEX
export VERILOG_FILES = /design/flow/design.v
export SDC_FILE = /design/flow/constraint.sdc
export NUM_CORES = 4
export LEC_CHECK = 1
export CORE_AREA = 10 10 197 197
export DIE_AREA = 0 0 207 207
### ./constraint.sdc
current_design IDEX

set clk_period 1.0
set clk_io_pct 0.2

create_clock -name clk0 -period $clk_period [get_ports {clk}]

set non_clock_inputs [all_inputs -no_clocks]
set_input_delay [expr $clk_period * $clk_io_pct] -clock clk0 $non_clock_inputs
set_output_delay [expr $clk_period * $clk_io_pct] -clock clk0 [all_outputs]
==> flow_summary.toml <==
# flow metrics
[detailed_routing]
detail-route-antenna-nets = 0
wl_per_cell_um = 16.7
finalWirelength_mm = 23.3
detailroute.via_count = 4779
detailedRoute.firstIterationViolations = 73
antenna_diode_count = 0
routed_via_density = 3.42
drc = 0
drtPass1Iterations = 4

[worst_setup_path]
crit_arrival_ns = 1.02
cp_cell_sequence = "buf_6"
timing.critical_path.to_type = "output port"
worst_setup_path_start_kind = "flip-flop"
crit_path_max_delay_family = "flip-flops"
critical_path.n_buffers_inverters = 1
worstPathMaxFanout = 1
criticalPathCategory = "flip-flop to output port"
crit_path_max_incr_delay_ns = 0.40
critical_path_required_ns = 0.80
cp_slowest_cell = "sky130_fd_sc_hd__dfxtp_4"

[logic_synthesis]
synth-seq-area-share_pct = 74.3
mappedNetlistArea_um2 = 5930
synth_top_area_share_pct = 74.3
synth_stat.cells = 464
yosys_warnings = 1
netlist_instances = 464
synthFlopType = "sky130_fd_sc_hd__dfxtp_1"
synth.ff_latch_count = 220
enable_flop_cells = 0
ys_top_cells_by_count = "sky130_fd_sc_hd__dfxtp_1 (220), sky130_fd_sc_hd__nor2b_1 (218), sky130_fd_sc_hd__buf_2 (12)"
largest_area_cell = "sky130_fd_sc_hd__dfxtp_1"
top_cells_by_area = "sky130_fd_sc_hd__dfxtp_1 (74%), sky130_fd_sc_hd__nor2b_1 (23%), sky130_fd_sc_hd__buf_4 (1.3%)"
yosysMostFrequentCell = "sky130_fd_sc_hd__dfxtp_1"
avgSynthCellArea_um2 = 12.8
synth_async_sr_flop_share_pct = 0
yosys-stat-area_um2 = 5930
yosysUniqueCellTypes = 6

[clock_network]
number_of_buffers_added_by_the_clock_tree_synthesis_step = 25
clockBufferDepth = 3
h-tree-depth = 1
worst_setup_hold_path_clk_slew_ns = 0.06
count_of_buffers_added_by_post_cts_timing_repair_for_setup = 0
numClockSinks = 220
clock_tree_from_tritoncts = "built"
clock-root-buffer = "sky130_fd_sc_hd__clkbuf_16"

[global_routing]
grt.overflow.total = 0
grt_max_degree = 46
grt_first_pass_wirelength_mm = 34.5
gr-usage-all-layers_pct = 10.6
antenna_found_initial = 4
first_global_vias = 5248

[sta]
final-max-slew-violation-count = 0
clock.fmax_mhz = 821
timing.final.crit_period_ns = 1.22
maxSlewHeadroom_pct = 85.5
timing.final.crit_share_pct = 122
setup_slack_ns = -0.218
report.final.setup_viol = 220
setup_repair_after_global_routing_missed_its_margin = "yes"
tightest_slew_ns = 0.217
hold_viol = 0

[pwr]
power.share.switching_pct = 20.6
power.share.combinational_pct = 9.4
power.share.sequential_pct = 46.9
leakagePower_uw = 0.00479
p_switching_uw = 4120
power_density_nw_per_um2 = 1840
share_clk_of_total_power_pct = 43.7
internal_power_uw = 15900
power.total_uw = 20000
vdd.ir_drop.worst_v = 0.00125

[die]
die_width_um = 207
floorplanUtilization_pct = 17.2
number_of_rows_in_the_core_area = 68
floorplan.io_pins = 442
die_y_um = 207
die_area_um2 = 42800
design.core.area_um2 = 34500

[place]
placement.setup.worst_slack_ns = -0.296
rd_place_congestion = 0.841
placement.cell_area_um2 = 11000
numPortBuffers = 441
dpl.hpwl_mm = 18.9

[final_layout]
filler_cell_count = 3521
postLayoutCellArea_um2 = 10900
area_growth_syn_to_layout_pct = 83.6
layout_cell_share_with_drive_strength_beyond_1_pct = 35.2

[run_status]
failed_checks = "negative setup slack"
status = "finished, violations left"

[hold_path]
worst_hold_path_type = "primary input to flip-flop"

[run]
cap_violations = 0
log.warning_count = 27
[sequential cells by signal (all words and copies together) (netlist names), 2 cells and up]
register,count
EX_PC,32
EX_readReg1,5
EX_readReg2,5
EX_writeReg,5
EX_ALUOp,2
EX_PCaddfour,32
EX_imm,32
EX_inst,32
EX_branchType,2
EX_readData1,32
EX_memtoReg,2
EX_readData2,32
[final cells by class]
type / instances / area [um^2] / share of cell area [%]
Timing Repair Buffer: 460 / 3660 / 33.6
Clock inverter: 10 / 114 / 1.05
Sequential cell: 220 / 4480 / 41.1
Clock buffer: 32 / 672 / 6.18
Multi-Input combinational cell: 220 / 1390 / 12.7
Tap cell: 455 / 569 / 5.23
[power by group through the flow]
| stage | Sequential [uW] | Clock, uW | Combinational (uW) |
|---|---|---|---|
| CTS | 9380 | 9090 | 1920 |
| global route | 9420 | 9390 | 2080 |
| finish | 9380 | 8750 | 1890 |
[worst paths after layout]
check,start,end,slack (ns),cells past startpoint
min,ID_inst[22],EX_inst[22],0.22,2
max,EX_PC[3],EX_PC[3],-0.22,1
[layout by cell type (no fill, tap or decap)]
| cell | instances |
|---|---|
| sky130_fd_sc_hd__buf_6 | 13 |
| sky130_fd_sc_hd__nor2b_2 | 3 |
| sky130_fd_sc_hd__buf_12 | 10 |
| sky130_fd_sc_hd__dfxtp_1 | 167 |
| sky130_fd_sc_hd__bufinv_16 | 2 |
| sky130_fd_sc_hd__buf_2 | 208 |
| sky130_fd_sc_hd__clkdlybuf4s50_1 | 220 |
| sky130_fd_sc_hd__nor2b_1 | 215 |
| sky130_fd_sc_hd__clkinvlp_4 | 1 |
| sky130_fd_sc_hd__clkinv_2 | 4 |
| sky130_fd_sc_hd__clkbuf_8 | 2 |
| sky130_fd_sc_hd__and2b_1 | 2 |
| sky130_fd_sc_hd__buf_4 | 8 |
| sky130_fd_sc_hd__dfxtp_4 | 2 |
| sky130_fd_sc_hd__clkbuf_16 | 25 |
| sky130_fd_sc_hd__clkinv_4 | 1 |
| sky130_fd_sc_hd__dfxtp_2 | 51 |
| sky130_fd_sc_hd__inv_6 | 2 |
| sky130_fd_sc_hd__clkbuf_1 | 5 |
| sky130_fd_sc_hd__dlygate4sd3_1 | 1 |
[per-layer routing]
layer  vias up  global-route usage, %  part of all wire (%)
met5         -                      0                  0.16
li1       2319                      -                     -
met4         8                   1.71                   1.8
met3        36                   6.62                    15
met2       326                   16.9                    45
met1      2090                   11.9                    38
[repair_timing]
action                                  in CTS  in global routing
hold buffers                                 1                  0
resized                                    765                 32
endpoints found under the hold margin        5                  0
endpoints found under the setup margin     220                294
[cells by family after synthesis]
logic type             after synthesis  synth area share, %
flip-flops                         220                 74.3
AND/OR/NAND/NOR                    220                 23.3
buffers and inverters               24                 2.41
[per-stage QoR]
stage | setup TNS [ns] | util, % | std cells | hold slack (ns)
6_report | -26.32 | 31.5 | 1397 | 0.218
4_1_cts | -36.10 | 31.2 | 1397 | 0.182
3_5_place_dp | -0.988 | 31.9 | 1354 | 0.517
2_1_floorplan | 0 | - | 464 | 0.325
5_1_grt | -36.34 | 31.5 | 1397 | 0.205
3_3_place_gp | -1.03 | 31.9 | 1354 | 0.513
